`flow/design.v`:
```
module traffic_light_top(
    input         clk,           
    input  [15:0] sw,            
    input         btnC,          
    input         btnL,          
    input         btnR,          
    output [15:0] led,
    output [6:0]  seg,
    output [3:0]  an
);
    wire [2:0] ns_lights;
    wire [2:0] ew_lights;
    traffic_light_controller u_ctrl (
        .clk        (clk),
        .reset      (btnC),
        .enable_sw  (sw[0]),
        .mode_switch(sw[1]),
        .pause_btn  (btnL),
        .step_btn   (btnR),
        .ns_lights  (ns_lights),
        .ew_lights  (ew_lights),
        .seg        (seg),
        .an         (an)
    );
    assign led[2:0]    = ns_lights;   
    assign led[15:13]  = ew_lights;   
    assign led[12:3]   = 10'b0;       
endmodule
module traffic_light_controller(
    input  clk,                
    input  reset,              
    input  enable_sw,          
    input  mode_switch,        
    input  pause_btn,          
    input  step_btn,           
    output reg [2:0] ns_lights,  
    output reg [2:0] ew_lights,  
    output reg [6:0] seg,        
    output reg [3:0] an          
);
    localparam NS_GREEN_EW_RED  = 3'b000;
    localparam NS_YELLOW_EW_RED = 3'b001;
    localparam NS_RED_EW_GREEN  = 3'b010;
    localparam NS_RED_EW_YELLOW = 3'b011;
    localparam INITIAL_STATE    = 3'b100;
    localparam CLK_FREQ    = 100_000_000;
    localparam RED_TIME    = 5;
    localparam YELLOW_TIME = 1;
    localparam GREEN_TIME  = 5;
    reg  [2:0]  state, next_state;
    reg  [31:0] counter;           
    reg  [31:0] time_limit;        
    reg  [3:0]  display_count;     
    reg  [31:0] sec_div;
    wire        sec_tick = (sec_div == CLK_FREQ-1);
    reg pause_s1, pause_s2, pause_prev;
    reg step_s1,  step_s2,  step_prev;
    reg rst_s1,   rst_s2;
    wire pause_pressed =  pause_s2 && !pause_prev;
    wire step_pressed  =  step_s2  && !step_prev;
    reg paused;
    always @(posedge clk) begin
        pause_s1  <= pause_btn;
        pause_s2  <= pause_s1;
        pause_prev<= pause_s2;
        step_s1   <= step_btn;
        step_s2   <= step_s1;
        step_prev <= step_s2;
        rst_s1    <= reset;
        rst_s2    <= rst_s1;
    end
    always @(posedge clk or posedge rst_s2) begin
        if (rst_s2)
            paused <= 1'b0;
        else if (enable_sw && mode_switch && pause_pressed)
            paused <= ~paused;
    end
    always @(*) begin
        case (state)
            INITIAL_STATE: begin
                next_state = NS_GREEN_EW_RED;
                time_limit = (RED_TIME    + 1) * CLK_FREQ;
            end
            NS_GREEN_EW_RED: begin
                next_state = NS_YELLOW_EW_RED;
                time_limit = (GREEN_TIME  + 1) * CLK_FREQ;
            end
            NS_YELLOW_EW_RED: begin
                next_state = NS_RED_EW_GREEN;
                time_limit = (YELLOW_TIME + 1) * CLK_FREQ;
            end
            NS_RED_EW_GREEN: begin
                next_state = NS_RED_EW_YELLOW;
                time_limit = (GREEN_TIME  + 1) * CLK_FREQ;
            end
            NS_RED_EW_YELLOW: begin
                next_state = NS_GREEN_EW_RED;
                time_limit = (YELLOW_TIME + 1) * CLK_FREQ;
            end
            default: begin
                next_state = INITIAL_STATE;
                time_limit = (RED_TIME    + 1) * CLK_FREQ;
            end
        endcase
    end
    always @(posedge clk or posedge rst_s2) begin
        if (rst_s2) begin
            state         <= INITIAL_STATE;
            counter       <= 32'd0;
            display_count <= RED_TIME;  
            sec_div       <= 32'd0;
        end else if (!enable_sw) begin
            state         <= INITIAL_STATE;
            counter       <= 32'd0;
            display_count <= 4'd0;
            sec_div       <= 32'd0;
        end else if (mode_switch) begin
            if (!paused) begin
                if (sec_tick) sec_div <= 32'd0;
                else          sec_div <= sec_div + 1'b1;
                if (counter >= time_limit - 1) begin
                    state   <= next_state;
                    counter <= 32'd0;
                    sec_div <= 32'd0;
                    case (next_state)
                        NS_GREEN_EW_RED:   display_count <= GREEN_TIME;
                        NS_YELLOW_EW_RED:  display_count <= YELLOW_TIME;
                        NS_RED_EW_GREEN:   display_count <= GREEN_TIME;
                        NS_RED_EW_YELLOW:  display_count <= YELLOW_TIME;
                        default:           display_count <= RED_TIME;
                    endcase
                end else begin
                    counter <= counter + 1;
                    if (sec_tick && display_count != 0)
                        display_count <= display_count - 1'b1;
                end
            end
        end else begin
            sec_div <= 32'd0;
            counter <= 32'd0;
            if (step_pressed) begin
                state <= next_state;
                case (next_state)
                    NS_GREEN_EW_RED:   display_count <= GREEN_TIME;
                    NS_YELLOW_EW_RED:  display_count <= YELLOW_TIME;
                    NS_RED_EW_GREEN:   display_count <= GREEN_TIME;
                    NS_RED_EW_YELLOW:  display_count <= YELLOW_TIME;
                    default:           display_count <= RED_TIME;
                endcase
            end
        end
    end
    always @(*) begin
        if (!enable_sw) begin
            ns_lights = 3'b100;  
            ew_lights = 3'b100;
        end else begin
            case (state)
                INITIAL_STATE:     begin ns_lights = 3'b100; ew_lights = 3'b100; end
                NS_GREEN_EW_RED:   begin ns_lights = 3'b001; ew_lights = 3'b100; end
                NS_YELLOW_EW_RED:  begin ns_lights = 3'b010; ew_lights = 3'b100; end
                NS_RED_EW_GREEN:   begin ns_lights = 3'b100; ew_lights = 3'b001; end
                NS_RED_EW_YELLOW:  begin ns_lights = 3'b100; ew_lights = 3'b010; end
                default:           begin ns_lights = 3'b100; ew_lights = 3'b100; end
            endcase
        end
    end
    always @(*) begin
        an = 4'b1110;  
        if (enable_sw && mode_switch) begin
            case (display_count)
                4'd0: seg = 7'b1000000;   
                4'd1: seg = 7'b1111001;   
                4'd2: seg = 7'b0100100;   
                4'd3: seg = 7'b0110000;   
                4'd4: seg = 7'b0011001;   
                4'd5: seg = 7'b0010010;   
                4'd6: seg = 7'b0000010;   
                4'd7: seg = 7'b1111000;   
                4'd8: seg = 7'b0000000;   
                4'd9: seg = 7'b0010000;   
                default: seg = 7'b1111111;  
            endcase
        end else begin
            seg = 7'b1111111;  
        end
    end
endmodule
```
`flow/run.sh`:
```
#!/bin/bash
# OpenROAD 26Q1-2900-gdf79404cd8, Yosys 0.63+post, stock flow scripts
make -C /OpenROAD-flow-scripts/flow DESIGN_CONFIG=/design/flow/config.mk WORK_HOME=/design/flow/orfs finish
```
`flow/config.mk`:
```
export PLATFORM = sky130hd
export DESIGN_NAME = traffic_light_top
export DESIGN_NICKNAME = traffic_light_top
export VERILOG_FILES = /design/flow/design.v
export SDC_FILE = /design/flow/constraint.sdc
export NUM_CORES = 4
export LEC_CHECK = 1
export CORE_UTILIZATION = 40
```
`flow/constraint.sdc`:
```
current_design traffic_light_top

set clk_period 2.8
set clk_io_pct 0.2

create_clock -name clk0 -period $clk_period [get_ports {clk}]

set non_clock_inputs [all_inputs -no_clocks]
set_input_delay [expr $clk_period * $clk_io_pct] -clock clk0 $non_clock_inputs
set_output_delay [expr $clk_period * $clk_io_pct] -clock clk0 [all_outputs]
```
==> flow_metrics.env <==
# physical design summary
export IMPL_cts_root_buf="clkbuf_16"
export IMPL_tns_ns=-6.80
export IMPL_yosysTopAreaCell="dfrtp_1"
export IMPL_crit_required_ns=3.02
export IMPL_violations="negative setup slack"
export IMPL_crit_type="reg2reg"
export IMPL_drtIter0Drc=262
export IMPL_num_vias=4444
export IMPL_hold_viol_final=0
export IMPL_grt_use_total_pct=20.2
export IMPL_cp_arrival_ns=3.21
export IMPL_finalPower_w=0.00310
export IMPL_htreeDepth=3
export IMPL_crit_path_start_kind="flip-flop"
export IMPL_hp_class="reg2async"
export IMPL_fp_dieW_um=111
export IMPL_setup_viol_count_final=66
export IMPL_ys_top_cells_by_area="dfrtp_1 37%, o21ai_0 5.7%, nand2_1 5.2%"
export IMPL_grt_pass1_wl_mm=19.9
export IMPL_report_final_slew_viol_count=0
export IMPL_cts_buffer_depth=2
export IMPL_finalWorstSetupSlack_ns=-0.191
export IMPL_drv_cap=0
export IMPL_final_core_util_pct=53.9
export IMPL_insertion_delay_ns=0.34
export IMPL_cts_tree="built"
export IMPL_dp_hpwl_mm=7.53
export IMPL_synth_chip_area_mm2=0.00476
export IMPL_n_fill_cell=971
export IMPL_p_per_area_mw_per_mm2=499
export IMPL_async_flop_share_pct=90.2
export IMPL_warning_count=45
export IMPL_area_delta_synth_final_pct=30.4
export IMPL_wirelength_mm=12.1
export IMPL_drive_above_1_share_pct=24.7
export IMPL_hold_buffers=0
export IMPL_yosys_area_top_type_share_pct=37.3
export IMPL_post_drt_wl_per_cell_um=15.8
export IMPL_syn_area_per_cell_um2=8.51
export IMPL_drc=0
export IMPL_num_rows=39
export IMPL_fmax_mhz=334
export IMPL_ff_type="dfrtp_1"
export IMPL_crit_path_max_fanout=5
export IMPL_yosysSeqAreaShare_pct=42.4
export IMPL_synth_top_cell_by_count="dfrtp_1"
export IMPL_gp_congestion=0.878
export IMPL_initCoreUtil_pct=41.3
export IMPL_clk_pin_slew_ns=0.06
export IMPL_antenna_left=0
export IMPL_min_period_over_period_pct=107
export IMPL_grt_setup_unrepaired="yes"
export IMPL_io_pins=47
export IMPL_die_area_mm2=0.0123
export IMPL_syn_inst=559
export IMPL_grt_pass1_vias=4077
export IMPL_synth_cell_types=55
export IMPL_place_inst=736
export IMPL_grt_max_degree=44
export IMPL_drtPass1Iterations=20
export IMPL_antenna_cells=0
export IMPL_edf_count=0
export IMPL_layout_min_cycle_time_ns=2.99
export IMPL_routed_via_density=5.79
export IMPL_maxSlewHeadroom_pct=53.3
export IMPL_coreArea_mm2=0.0115
export IMPL_cts_buffers=9
export IMPL_syn_area_mm2=0.00476
export IMPL_die_height_um=111
export IMPL_skew_ns=0.00741
export IMPL_ys_ff=82
export IMPL_worst_pin_slew_ns=0.699
export IMPL_ys_cells=559
export IMPL_cp_end_kind="flip-flop"
export IMPL_leakage_nw=2.62
export IMPL_yosys_warnings=1
export IMPL_vdd_drop_max_v=0.000337
export IMPL_antenna_found_initial=0
export IMPL_run_status="finished, violations left"
export IMPL_final_cells=767
export IMPL_io_buffer_count=18
export IMPL_overflow=0
export IMPL_synthTopCellsByCount="71 x dfrtp_1, 66 x nand2_1, 54 x o21ai_0"
export IMPL_cts_sinks=82
sequential cells by signal, indices dropped and copies added (netlist names):
name / count
u_ctrl.counter: 32
u_ctrl.display_count: 4
u_ctrl.pause_prev: 1
u_ctrl.pause_s1: 1
u_ctrl.pause_s2: 1
u_ctrl.paused: 1
u_ctrl.rst_s1: 1
u_ctrl.rst_s2: 1
u_ctrl.sec_div: 32
u_ctrl.state: 5
u_ctrl.step_prev: 1
u_ctrl.step_s1: 1
u_ctrl.step_s2: 1
where the power goes:
group / internal (W) / leakage, nW / switching, W
clock network: 0.000739 / 0.147 / 0.000458
logic: 0.000271 / 1.39 / 0.000347
registers: 0.00122 / 1.09 / 0.0000604
final timing paths:
path / cells after the start / end / slack [ns] / start
worst max-delay path: 11 / u_ctrl.sec_div[29] / -0.19 / u_ctrl.state[3]
worst min-delay path: 1 / u_ctrl.sec_div[17] / 0.31 / u_ctrl.rst_s2
worst max register to register: 11 / u_ctrl.sec_div[29] / -0.19 / u_ctrl.state[3]
worst min register to register: 1 / u_ctrl.sec_div[17] / 0.31 / u_ctrl.rst_s2
max in group asynchronous: 2 / u_ctrl.counter[5] / 1.83 / u_ctrl.rst_s2
min in group clk0: 0 / u_ctrl.pause_s2 / 0.33 / u_ctrl.pause_s1
through the flow:
step / hold WS, ns / setup slack, ns / area (um^2)
after floorplan: 0.310 / -0.0252 / 4820
after global placement: 0.313 / -0.238 / 5340
after detailed placement: 0.312 / -0.265 / 5340
after CTS: 0.326 / -0.195 / 5850
after global routing: 0.338 / -0.314 / 6210
final: 0.305 / -0.191 / 6210
critical path, stage by stage (launching register included):
cell	delay [ns]
dfrtp_1	0.37
or2_4	0.28
ha_4	0.27
nand4bb_1	0.09
or4_4	0.42
or4_4	0.52
o21bai_4	0.26
buf_12	0.15
or3_4	0.14
buf_6	0.13
o21ai_2	0.05
a22o_1	0.19
area by class of cell:
| class | count | area (um^2) | area share [%] |
|---|---|---|---|
| Tap cell | 143 | 179 | 2.88 |
| Sequential cell | 82 | 2020 | 32.5 |
| Clock buffer | 14 | 264 | 4.25 |
| Timing Repair Buffer | 77 | 793 | 12.8 |
| Multi-Input combinational cell | 429 | 2850 | 45.8 |
| Clock inverter | 2 | 35.0 | 0.564 |
| Inverter | 20 | 75.1 | 1.21 |
cell families (layout without fill, tap and decap cells):
group                      after synthesis  after routing  share of synthesized area (%)
and+or+nand+nor                        253            253                           27.8
AOI/OAI and AO/OA                      141            141                           18.3
buffers and inverters                   60            113                           6.42
DFF                                     82             82                           42.4
adders and majority gates               13             13                           3.42
muxes                                    2              2                          0.447
other                                    2             14                          0.158
xor gates and xnor gates                 6              6                           1.10
cell usage in the layout, fill, tap and decap left out, types with 8 or more instances in the layout:
master	instances
nor3_1	20
dfrtp_1	71
a31oi_1	20
o21ai_0	21
a22o_1	8
clkbuf_16	12
nor2_1	24
buf_6	16
and2_1	8
buf_4	35
conb_1	14
o21ai_1	14
clkdlybuf4s50_1	18
nand2_1	59
nand3_1	44
or3_1	14
a21oi_1	11
a21oi_2	15
ha_1	10
and3_1	21
inv_1	18
dfxtp_1	8
o21ai_2	18
metal layers:
metal	vias up	track usage [%]	wire (um)
met5	-	0	0
met4	0	2.70	233
met3	21	3.90	706
met2	127	31.9	5520
met1	2152	30.4	5690
li1	2144	-	-
repair_timing:
item | in CTS | in global routing
gates cloned | 3 | 3
pin swaps | 15 | 38
setup endpoints to repair | 66 | 72
gates resized | 42 | 86
buffers inserted | 4 | 6
No activity file was given, so power comes from the tool's default toggle rates.
